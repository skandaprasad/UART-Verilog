File: design/flow/design.v
module uart_tx(
    input [7:0] data_bus,
    input byte_ready,
    input ld_tx_datareg,
    input t_byte,
    input clk,
    input reset_,
    output serial_out
);
    reg [7:0] tx_datareg;
    reg [8:0] tx_shiftreg;
    reg ld_tx_shiftreg;
    reg [2:0] state, next_state;
    reg [2:0] bit_count;
    reg clr;
    reg shift;
    reg start;
    parameter idle = 3'b001;
    parameter waiting = 3'b010;
    parameter sending = 3'b100;
    parameter all_ones = 9'b111111111;
    assign serial_out = tx_shiftreg[0];  
    always @ (state or bit_count or t_byte or byte_ready)
    begin
        ld_tx_shiftreg = 0;
        clr = 0;
        shift = 0;
        start = 0;
        next_state = state;
        case(state)
            idle:
                if(byte_ready == 1)
                begin
                    ld_tx_shiftreg = 1;
                    next_state = waiting;
                end
            waiting:
                if(t_byte == 1)
                begin
                    start = 1;
                    next_state = sending;
                end
            sending:
                if(bit_count != 9)
                    shift = 1;
                else
                begin
                    clr = 1;
                    next_state = idle;
                end
            default: next_state = idle;
        endcase
    end
    always @ (posedge clk or negedge reset_)
    begin
        if(reset_ == 0)
            state <= idle;
        else
            state <= next_state;
    end
    always @ (posedge clk or negedge reset_)
    begin
        if(reset_ == 0)
        begin
            tx_shiftreg <= all_ones;
            bit_count <= 0; end
        else
        begin
            if(ld_tx_datareg == 1)
                tx_datareg <= data_bus;
            if(ld_tx_shiftreg == 1)
                tx_shiftreg <= {tx_datareg, 1'b1};
            if(start == 1)
                tx_shiftreg[0] <= 0;
            if(clr == 1)
                bit_count <= 0;
            else if(shift == 1)
                bit_count <= bit_count+1;
            if(shift == 1)
                tx_shiftreg <= {1'b1, tx_shiftreg[8:1]};
        end
    end
endmodule
module uart_rx(
    output reg [7:0] rx_datareg,
    output reg error1, error2,
    output rx_handshake,  
    input serial_in,
    input sample_clk,
    input reset_,
    input host_not_ready  
);
    parameter idle = 2'b00;
    parameter starting = 2'b01;
    parameter receiving = 2'b11;
    reg [7:0] rx_shiftreg;
    reg [3:0] sample_counter;
    reg [4:0] bit_counter;
    reg [1:0] state, next_state;
    reg inc_bit_counter, clr_bit_counter, inc_sample_counter, clr_sample_counter, shift, load, rx_handshake;
    always @(state or serial_in or host_not_ready or sample_counter or bit_counter)
    begin
        rx_handshake = 0;
        clr_sample_counter = 0;
        clr_bit_counter = 0;
        inc_sample_counter = 0;
        inc_bit_counter = 0;
        shift = 0;
        error1 = 0;
        error2 = 0;
        load = 0;
        next_state = state;
        case (state)
            idle: if(serial_in == 0) next_state = starting;
            starting:
                begin
                    if(serial_in == 1)
                    begin
                        next_state = idle;
                        clr_sample_counter = 1;
                    end
                    else if(sample_counter == 3)  
                    begin
                        next_state = receiving;
                        clr_sample_counter = 1;
                    end
                    else inc_sample_counter = 1;
                end
            receiving:
                begin
                    if(sample_counter < 7)  
                    begin
                        inc_sample_counter = 1;
                    end
                    else
                    begin
                       clr_sample_counter = 1;
                       if(bit_counter != 8)
                       begin
                           shift = 1;
                           inc_bit_counter = 1;
                       end
                       else
                       begin
                           next_state = idle;
                           rx_handshake = 1;
                           clr_bit_counter = 1;
                           if(host_not_ready == 1)
                                error1 = 1;
                           else if(serial_in == 0)
                                error2 = 1;
                           else
                               load = 1;
                       end
                    end
                end
            default: next_state = idle;
        endcase
    end
    always @ (posedge sample_clk)
    begin
        if(reset_ == 0)
        begin
            state <= idle;
            sample_counter <= 0;
            bit_counter <= 0;
            rx_datareg <= 0;
            rx_shiftreg <= 0;
        end
        else begin
            state <= next_state;
            if(clr_sample_counter == 1)
                sample_counter <= 0;
            else if(inc_sample_counter == 1)
                sample_counter <= sample_counter + 1;
            if(clr_bit_counter == 1)
                bit_counter <= 0;
            else if(inc_bit_counter == 1)
                bit_counter <= bit_counter + 1;
            if(shift == 1)
                rx_shiftreg <= {serial_in, rx_shiftreg[7:1]};
            if(load == 1)
                rx_datareg <= rx_shiftreg;
        end
    end
endmodule
File: design/flow/run.sh
#!/bin/bash
# OpenROAD 26Q1-2900-gdf79404cd8, Yosys 0.63+post, stock flow scripts
make -C /OpenROAD-flow-scripts/flow DESIGN_CONFIG=/design/flow/config.mk WORK_HOME=/design/flow/orfs finish
File: design/flow/config.mk
export PLATFORM = sky130hd
export DESIGN_NAME = uart_tx
export DESIGN_NICKNAME = uart_tx
export VERILOG_FILES = /design/flow/design.v
export SDC_FILE = /design/flow/constraint.sdc
export NUM_CORES = 4
export LEC_CHECK = 1
export CORE_AREA = 10 10 79 79
export DIE_AREA = 0 0 89 89
File: design/flow/constraint.sdc
current_design uart_tx

set clk_period 1.7
set clk_io_pct 0.2

create_clock -name clk0 -period $clk_period [get_ports {clk}]

set non_clock_inputs [all_inputs -no_clocks]
set_input_delay [expr $clk_period * $clk_io_pct] -clock clk0 $non_clock_inputs
set_output_delay [expr $clk_period * $clk_io_pct] -clock clk0 [all_outputs]
==> Changelog: implementation <==
## Implementation

- Outcome: complete, no violations
- CTS tree: done
- Htree depth: 1
- Share of layout cells above drive strength 1: 26.6%
- Cell Type Count: 18
- CP Launch Type: flip-flop
- Initial antenna violation count: 0
- Worst Max-Slew Pin Slew: 0.655 ns
- Fin Hold WS: 0.455 ns
- # diodes: 0
- Fp util: 18.7%
- Final TNS setup: 0 ns
- Worst VDD drop: 0.451 mV
- Post-Layout Cell Count: 133
- Crit path cell chain: clkdlybuf4s50_1
- Die Span Y: 89 um
- Filler cell count: 476
- YS chip area: 870 sq um
- Reg2reg path depth: 2
- CTS sink count: 20
- Clk pin slew, worst setup/hold paths: 0.06 ns
- Fin. max-slew vios: 0
- Slowest-stage cell, CP: dfstp_2
- Crit. path cell count: 1
- Crit path max fanout: 2
- Leak: 0.394 nW
- Register share after synthesis: 63.6%
- Max_cap viols: 0
- Placed cells: 129
- Rows: 25
- Resized cells post-CTS: 0
- WS Path Type: flip-flop to primary output
- Most frequent cells in the layout: 13 x clkdlybuf4s50_1, 10 x dfstp_2, 8 x inv_1, 8 x nand2_1, 8 x edfxtp_1
- CP top delay family: flip-flops
- Yosys cell count: 64
- Post-DP HPWL: 1.04 mm
- Routed vias: 515
- First-pass GRT wire length: 2.51 mm
- Worst R2R Setup Slack: 0.52 ns
- Buf/Inv on CP: 1
- Most frequent logic cell in the layout: clkdlybuf4s50_1
- Antenna-violating nets left: 0
- 1st-iter DRT viols: 9
- Area of the core: 4660 sq um
- Worst setup EP type: primary output
- Area growth, synth to finish: 24.5%
- Crit share post-route: 92.9%
- WL final: 1.40 mm
- Power Density: 1020 nW/um^2
- Largest net degree at the start of global routing: 25
- Power consumption: 1.10 mW
- Tool warnings: 25
- Tightest Hold Check Type: input port to asynchronous set/reset pin
- Minimum clock period: 1.58 ns
- RSZ-0062 raised after global routing: no
- Cells after Synth: 64
- Fmax: 633 MHz
- Synth warn: 1
- Reg2reg end: tx_shiftreg[4]
- GPL Wtd Cong: 0.751
- Largest stage delay, worst path: 0.54 ns
- Hold Fails Final Rpt: 0
- Gr ovfl total: 0
- Post-CTS Hold Buffers: 0
- Clock root buffer: clkbuf_8
- Setup-failing EPs final: 0
- Die Wd: 89 um
- Buffers added on ports: 13
- DRC viols: 0
- Total Routing Usage GR: 3.87%
- Critical Path RT: 1.36 ns
- Slew margin rel.: 56.3%
- Drt via density: 3.87
- Worst-Skew Late Latency: 0.25 ns
- CTS buffer count: 3
- 1st-pass router iterations: 3
- CTS Buffer Depth: 2
- Worst Path Arrival: 1.24 ns
- Vias in the first global route: 570
- Max Clock Skew: 0.00875 ns
- R2r startpoint: state[1]
- Chip footprint: 7920 sq um
- WL/cell: 10.5 um
- Yosys reg bits: 20
- Syn Area/Cell: 13.6 sq um
- Post-CTS setup buffer count: 0
- Synthesized area: 870 sq um
- I/O pins: 14
-- state kept, by name, indices dropped and copies added (netlist names) --
register and cells:
state 3, tx_datareg 8, tx_shiftreg 9
-- where the power goes --
group	internal [mW]	switching (mW)	total [mW]
clock network	0.160	0.143	0.304
registers	0.609	0.0444	0.654
logic	0.0914	0.0545	0.146
total	0.861	0.242	1.10
-- worst max path at each step --
stage                     startpoint  slack, ns          to
final                 tx_shiftreg[0]       0.12  serial_out
after global routing  tx_shiftreg[0]       0.08  serial_out
after CTS             tx_shiftreg[0]       0.10  serial_out
-- synthesized netlist by cell type (all sizes together) --
master | count | area (sq um)
dfrtp | 2 | 50.1
and2b | 1 | 8.76
and3 | 1 | 7.51
dfstp | 10 | 263
a21oi | 1 | 5.00
buf | 4 | 45.0
and2 | 2 | 15.0
inv | 8 | 30.0
a21o | 1 | 7.51
nand2 | 9 | 41.3
a211o | 1 | 8.76
nand4b | 7 | 61.3
o311ai | 7 | 76.3
edfxtp | 8 | 240
o21ai | 2 | 10.0
-- layout make-up --
type	count	area (sq um)	share of cell area [%]
Sequential cell	20	553	51.1
Multi-Input combinational cell	32	241	22.3
Timing Repair Buffer	15	145	13.4
Tap cell	54	67.6	6.24
Clock buffer	3	41.3	3.82
Inverter	8	30.0	2.77
Clock inverter	1	3.75	0.347
-- per-layer routing --
layer	track usage [%]	up-vias	part of all wire, %
li1	-	266	-
met1	4.85	237	47
met2	6.38	10	47
met3	1.29	2	4.3
met4	0.867	0	1.4
met5	0	-	0
-- cell families (layout without fill, tap and decap cells) --
kind of cell	count (synthesis)	in the layout	share of synthesized area [%]
buffers and inverters	12	27	8.63
DFF	20	20	63.6
AOI/OAI and AO/OA	12	12	12.4
and+or+nand+nor	20	20	15.4
-- metrics by stage --
step	area [sq um]	util, %	setup slack, ns
detailed placement	1040	22.3	0.178
global route	1080	23.2	0.0818
finish	1080	23.2	0.120
floorplan	870	-	0.667
global placement	1040	22.3	0.196
CTS	1080	23.2	0.103
Power and IR drop assume default switching activity.
